`design/flow/config.mk`:
```
export PLATFORM = sky130hd
export DESIGN_NAME = top
export DESIGN_NICKNAME = top
export VERILOG_FILES = /design/flow/design.v
export SDC_FILE = /design/flow/constraint.sdc
export NUM_CORES = 4
export LEC_CHECK = 1
export CORE_AREA = 10 10 94 94
export DIE_AREA = 0 0 104 104
```
`design/flow/run.sh`:
```
#!/bin/bash
# OpenROAD 26Q1-2900-gdf79404cd8, Yosys 0.63+post, stock flow scripts
make -C /OpenROAD-flow-scripts/flow DESIGN_CONFIG=/design/flow/config.mk WORK_HOME=/design/flow/orfs finish
```
`design/flow/constraint.sdc`:
```
current_design top

set clk_period 10.9
set clk_io_pct 0.2

create_clock -name clk0 -period $clk_period

set non_clock_inputs [all_inputs -no_clocks]
set_input_delay [expr $clk_period * $clk_io_pct] -clock clk0 $non_clock_inputs
set_output_delay [expr $clk_period * $clk_io_pct] -clock clk0 [all_outputs]
```
`design/flow/design.v`:
```
`timescale  1ns / 1ps
module top (
	input wire [31:0] data,
	output wire [5:0] result
);
wire [1:0] stage0 [0:15];
wire [2:0] stage1 [0:7];
wire [3:0] stage2 [0:3];
wire [4:0] stage3 [0:1];
genvar i;
generate
	for(i=0; i<16; i=i+1) begin
		assign stage0[i] = data[i*2+1] + data[i*2];
	end
endgenerate
generate
	for(i=0; i<8; i=i+1) begin
		assign stage1[i] = stage0[i*2+1] +stage0[i*2];
	end
endgenerate
generate
	for(i=0; i<4; i=i+1) begin
		assign stage2[i] = stage1[i*2+1] +stage1[i*2];
	end
endgenerate
generate
	for(i=0; i<2; i=i+1) begin
		assign stage3[i] = stage2[i*2+1] +stage2[i*2];
	end
endgenerate
assign result = stage3[0] + stage3[1];
endmodule
```
==> impl_metrics.ini <==
; yosys + openroad results
[synth]
yosysSeqAreaShare_pct = 0
syn-instance-count = 73
syn_area_um2 = 758
ys_chip_area_um2 = 758
netlist-cell-type-count = 11
most_area_consuming_cells_after_synthesis = sky130_fd_sc_hd__fa_1 (63%), sky130_fd_sc_hd__inv_1 (15%), sky130_fd_sc_hd__ha_1 (12%)
post_synthesis_area_per_instance_um2 = 10.4
post-synth-top-area-cell = sky130_fd_sc_hd__fa_1
yosys_warnings = 1
post-synth-top-area-fraction_pct = 63.4
number_of_cells_in_yosys_stat = 73

[sta]
slew-limit-headroom_pct = 90.1
grt_setup_unrepaired = false
setup_violations = 0
finalWorstPathRequiredPeriod_ns = 9.57
final-max-slew-violation-count = 0
setup-tns-final_ns = 0
clock.fmax_ghz = 0.105
final-hold-violation-count = 0
worst_slew_pin_slew_ns = 0.147
crit_share_post_route_pct = 87.8

[global_routing]
globalRoute.totalOverflow = 0
grt_pass1_vias = 612
track_usage_pct = 3.38
largest_net_degree_at_the_start_of_global_routing = 4
grt_antenna_before_repair = 0
grt_pass1_wl_um = 2990

[detailed_routing]
avgRoutedWirePerCell_um = 8.44
detail_route.iter0.violations = 12
routed_wl_um = 1750
drt-vias-per-instance = 2.63
route.vias.total = 544
first_pass_drt_iterations = 2
antenna-diode-count = 0
route.antenna.remaining_nets = 0
drc_errors = 0

[floorplanning]
boundaryPins = 38
fp_util_pct = 11.1
die_height_um = 104
die_area_um2 = 10800
floorplan.rows = 30
core_area_um2 = 6830
die.size.x_um = 104

[pwr]
static_leakage_power_uw = 0.000567
pwr_density_cell_nw_per_um2 = 372
totalPowerFinal_uw = 468
power.ir.vdd_worst_mv = 0.112

[setup_path]
critical_path.endpoint_type = primary output
crit_type = in2out
critical_path.max_stage_delay_ns = 0.55
start_kind = input pin
crit_fanout = 2
cell_chain_critical_path = clkdlybuf4s50_1 -> inv_1 -> fa_1 -> inv_1 -> fa_1 -> fa_1 -> fa_1 -> fa_1 -> inv_1 -> fa_1 -> inv_1 -> ha_1 -> inv_1 -> fa_1 -> nand2b_1 -> a21oi_2 -> xor2_1 -> clkdlybuf4s50_1
cp.required_ns = 8.72
critical-path-top-cell-by-count = sky130_fd_sc_hd__fa_1
slowest_stage = sky130_fd_sc_hd__fa_1
cp_data_arrival_time_ns = 7.39

[finish]
num-fill-cells = 773
drive_gt1_share_pct = 1.80
final-seq-area_um2 = 0
area_growth_pct = 66.0
nFlopsAndLatches = 0
final.clkbuf_count = 0

[place]
io_buffer_count = 38
hpwlAfterDp_um = 1780
globalplace.congestion = 0.740

[run]
warnings = 32
max_cap_viol_count = 0

[min_path]
hold_class = in2out

[status]
status = finished clean

[cts]
postCtsSetupRepairBufs = 0
post_cts_hold_buffer_count = 0
post_cts.resized_instances = 0
[cells in the final DEF, fill, tap and decap left out]
cell type,synthesis,routed
sky130_fd_sc_hd__a21oi_2,2,2
sky130_fd_sc_hd__xnor2_1,2,2
sky130_fd_sc_hd__nor2_1,2,2
sky130_fd_sc_hd__ha_1,7,7
sky130_fd_sc_hd__nand2b_1,1,1
sky130_fd_sc_hd__inv_1,30,30
sky130_fd_sc_hd__o21ai_0,1,1
sky130_fd_sc_hd__fa_1,24,24
sky130_fd_sc_hd__nand2_1,2,2
sky130_fd_sc_hd__clkdlybuf4s50_1,0,38
sky130_fd_sc_hd__a21o_1,1,1
sky130_fd_sc_hd__xor2_1,1,1
[path summary, 6_finish.rpt]
kind     from         to  slack [ns]  depth (start not counted)
max   data[0]  result[4]        1.33                         18
min   data[2]  result[0]        5.40                          3
[cell families (layout without fill, tap and decap cells)]
logic type,count (synthesis),after routing,share of synthesized area (%)
fa+ha+maj,31,31,74.9
buf+inv,30,68,14.9
simple gates,5,5,2.81
compound gates,4,4,3.96
xor+xnor,3,3,3.47
[synth_stat cells]
master,n
sky130_fd_sc_hd__inv_1,30
sky130_fd_sc_hd__a21oi_2,2
sky130_fd_sc_hd__o21ai_0,1
sky130_fd_sc_hd__xor2_1,1
sky130_fd_sc_hd__ha_1,7
sky130_fd_sc_hd__fa_1,24
sky130_fd_sc_hd__xnor2_1,2
sky130_fd_sc_hd__a21o_1,1
sky130_fd_sc_hd__nand2b_1,1
sky130_fd_sc_hd__nor2_1,2
sky130_fd_sc_hd__nand2_1,2
[through the flow]
| step | hold WS [ns] | utilization (%) | area [µm²] | instances | worst slack, ns |
|---|---|---|---|---|---|
| floorplan | 4.44 | - | 758 | 73 | 2.51 |
| global placement | 5.41 | 18.4 | 1260 | 207 | 1.29 |
| detailed placement | 5.42 | 18.4 | 1260 | 207 | 1.28 |
| CTS | 5.42 | 18.4 | 1260 | 207 | 1.26 |
| global route | 5.44 | 18.4 | 1260 | 207 | 1.01 |
| finish | 5.40 | 18.4 | 1260 | 207 | 1.33 |
[layer usage]
| layer | vias to the layer above | track usage, % | wire [µm] |
|---|---|---|---|
| met5 | - | 0 | 0 |
| met4 | 0 | 0 | 0 |
| met3 | 0 | 0.815 | 130 |
| met2 | 21 | 5.41 | 825 |
| met1 | 247 | 4.82 | 791 |
| li1 | 276 | - | - |
[layout make-up]
type,instances,area (µm²),share of cell area (%)
tap,96,120,9.54
multi-input combinational,43,646,51.3
timing repair buffer,38,380,30.2
inverter,30,113,8.95
[power breakdown]
group          internal [µW]  switching [µW]  leakage (µW)
clock                      0               0             0
combinational            282             186      0.000567
sequential                 0               0             0
[critical path, delay by kind of cell]
kind | cells | cell delay (ns)
adders and majority gates | 8 | 3.49
buffers and inverters | 7 | 1.23
and+or+nand+nor | 1 | 0.18
xor gates and xnor gates | 1 | 0.18
AOI/OAI and AO/OA | 1 | 0.13
Power figures rest on the tool's default switching activity, not on a simulated workload.
